--- run.sh ---
#!/bin/bash
# OpenROAD 26Q1-2900-gdf79404cd8, Yosys 0.63+post, stock flow scripts
make -C /OpenROAD-flow-scripts/flow DESIGN_CONFIG=/design/flow/config.mk WORK_HOME=/design/flow/orfs finish
--- config.mk ---
export PLATFORM = sky130hd
export DESIGN_NAME = ethernet_mac_top
export DESIGN_NICKNAME = ethernet_mac_top
export VERILOG_FILES = /design/flow/design.v
export SDC_FILE = /design/flow/constraint.sdc
export NUM_CORES = 4
export LEC_CHECK = 1
export CORE_UTILIZATION = 50
--- constraint.sdc ---
current_design ethernet_mac_top

set clk_period 7.6
set clk_io_pct 0.2

create_clock -name clk0 -period $clk_period [get_ports {clk}]

set non_clock_inputs [all_inputs -no_clocks]
set_input_delay [expr $clk_period * $clk_io_pct] -clock clk0 $non_clock_inputs
set_output_delay [expr $clk_period * $clk_io_pct] -clock clk0 [all_outputs]
--- design.v ---
module ethernet_crc32 #(
  parameter DATA_WIDTH = 8,
  parameter POLY_WIDTH = 32,
  parameter POLYNOMIAL = 33'h104C11DB7
  ) (
  input  logic                  clk,
  input  logic                  reset,
  input  logic                  crc_en,
  input  logic [DATA_WIDTH-1:0] data_in,
  output logic [POLY_WIDTH-1:0] crc_out
  );
  function [POLY_WIDTH-1:0] update_crc;
    input [POLY_WIDTH-1:0] old_crc;
    input data_in;
    input [POLY_WIDTH-0:0] polynomial;
    reg [POLY_WIDTH-1:0] new_crc;
    reg feedback;
    begin
      feedback = old_crc[POLY_WIDTH-1] ^ data_in;
      new_crc = old_crc << 1;
      update_crc = feedback ? new_crc ^ polynomial[POLY_WIDTH-1:0] : new_crc;
    end
  endfunction
  function [POLY_WIDTH-1:0] update_crc_parallel;
    input [POLY_WIDTH-1:0] old_crc;
    input [DATA_WIDTH-1:0] data_in;
    input [POLY_WIDTH-0:0] polynomial;
    reg [POLY_WIDTH-1:0] new_crc;
    integer i;
    begin
      new_crc = old_crc;
      for (i=0; i<DATA_WIDTH; i=i+1) begin
        new_crc = update_crc(new_crc, data_in[i], polynomial);
      end
      update_crc_parallel = new_crc;
    end
  endfunction
  always_ff @(posedge clk) begin
    if (reset) begin
      crc_out <= {32{1'b1}};
    end else if (crc_en) begin
      crc_out <= update_crc_parallel(crc_out,data_in,POLYNOMIAL);
    end
  end
endmodule
module ethernet_mac_decap #(
  parameter MIN_PAYLOAD_LENGTH = 46,
  parameter MAX_PAYLOAD_LENGTH = 1500
  ) (
  input  logic        clk,
  input  logic        reset,
  output logic [7:0]  tdata,
  output logic        tvalid,
  input  logic        tready,  
  output logic        tuser,
  output logic        tlast,
  input  logic [1:0]  speed_mode,  
  input  logic        mac_address_filter,
  input  logic [47:0] mac_address,
  input  logic        col_detect,      
  input  logic        carrier_sense,   
  input  logic        clk_enable,
  input  logic [7:0]  gmii_rxd,        
  input  logic        gmii_rxdv,       
  input  logic        gmii_rxer        
  );
  localparam MIN_FRAME_LENGTH = MIN_PAYLOAD_LENGTH+6+6+2;
  localparam MAX_FRAME_LENGTH = MAX_PAYLOAD_LENGTH+6+6+2;
  localparam PREAMBLE_LENGTH = 7;
  localparam FCS_LENGTH = 4;
  localparam IFG_LENGTH = 12;
  localparam PREAMBLE_DATA = 8'h55;
  localparam SFD_DATA = 8'hD5;
  localparam IFG_DATA = 8'h00;
  localparam CRC32_RESIDUE = 32'hC704DD7B;  
  typedef enum {
    IDLE,  
    DATA,
    SKIP_FRAME
  } state_type;
  state_type state = IDLE;
  localparam COUNT_WDTH = $clog2(MAX_FRAME_LENGTH);
  logic [COUNT_WDTH-1:0] count = {COUNT_WDTH{1'b0}};
  logic [FCS_LENGTH*8-1:0] crc_cal;
  always_ff @(posedge clk) begin
    if (state == DATA && ~gmii_rxdv) begin
      tuser <= gmii_rxer | count <= MIN_FRAME_LENGTH+FCS_LENGTH-1 | count >= MAX_FRAME_LENGTH+FCS_LENGTH-1 | crc_cal != CRC32_RESIDUE;
    end else begin
      tuser <= gmii_rxer;
    end
  end
  always_ff @(posedge clk) begin
    tdata <= gmii_rxd;
  end
  always_ff @(posedge clk) begin
    if (reset) begin
      state <= IDLE;
      count <= {COUNT_WDTH{1'b0}};
    end else if (clk_enable) begin
      case (state)
        IDLE : begin
          if (gmii_rxdv && gmii_rxer) begin
            state <= SKIP_FRAME;
          end else if (gmii_rxdv && gmii_rxd == SFD_DATA) begin
            state <= DATA;
          end else if (gmii_rxdv && gmii_rxd == PREAMBLE_DATA) begin
            state <= IDLE;
          end else if (gmii_rxdv) begin
            state <= SKIP_FRAME;
          end
        end
        DATA : begin
          if (gmii_rxdv && count >= MAX_FRAME_LENGTH+FCS_LENGTH-1) begin
            state <= SKIP_FRAME;
            count <= {COUNT_WDTH{1'b0}};
          end else if (gmii_rxdv) begin
            count <= count + 1;
          end else begin
            state <= IDLE;
            count <= {COUNT_WDTH{1'b0}};
          end
        end
        SKIP_FRAME : begin
          if (~gmii_rxdv) begin
            state <= IDLE;
          end
        end
        default : begin
          state <= IDLE;
          count <= {COUNT_WDTH{1'b0}};
        end
      endcase
    end
  end
  ethernet_crc32 ethernet_crc32_inst (
    .clk     (clk),
    .reset   (state == IDLE),
    .crc_en  (state == DATA),
    .data_in (gmii_rxd),
    .crc_out (crc_cal)
  );
endmodule
module ethernet_mac_encap #(
  parameter MIN_PAYLOAD_LENGTH = 46,
  parameter MAX_PAYLOAD_LENGTH = 1500
  ) (
  input  logic        clk,
  input  logic        reset,
  input  logic [7:0]  tdata,
  input  logic        tvalid,
  output logic        tready,
  input  logic        tuser,
  input  logic        tlast,
  input  logic [1:0]  speed_mode,  
  input  logic [47:0] mac_address,
  output logic        gtx_clk,     
  output logic        clk_enable,  
  output logic [7:0]  gmii_txd,    
  output logic        gmii_txen,   
  output logic        gmii_txer    
  );
  localparam MIN_FRAME_LENGTH = MIN_PAYLOAD_LENGTH+6+6+2;
  localparam MAX_FRAME_LENGTH = MAX_PAYLOAD_LENGTH+6+6+2;
  localparam PREAMBLE_LENGTH = 7;
  localparam FCS_LENGTH = 4;
  localparam IFG_LENGTH = 12;
  localparam PREAMBLE_DATA = 8'h55;
  localparam SFD_DATA = 8'hD5;
  localparam IFG_DATA = 8'h00;
  localparam CLOCK_DIVIDER_100M = 10;
  localparam CLOCK_DIVIDER_10M = 100;
  localparam CLKDIV_WIDTH = $clog2(CLOCK_DIVIDER_10M);
  logic [CLKDIV_WIDTH-1:0] clk_div = {CLKDIV_WIDTH{1'b0}};
  always_ff @(posedge clk) begin
    if (reset) begin
      clk_div <= {CLKDIV_WIDTH{1'b0}};
    end else begin
      if (clk_div >= CLOCK_DIVIDER_100M-1 && speed_mode[0]) begin
        clk_div <= {CLKDIV_WIDTH{1'b0}};
      end else if (clk_div >= CLOCK_DIVIDER_10M-1) begin
        clk_div <= {CLKDIV_WIDTH{1'b0}};
      end else begin
        clk_div <= clk_div + 1;
      end
    end
  end
  typedef enum {
    IDLE,
    PREAMBLE,
    SFD,
    DATA,
    FCS,
    PAD,
    IFG
  } state_type;
  state_type state = IDLE;
  localparam COUNT_WDTH = $clog2(MAX_FRAME_LENGTH);
  logic [COUNT_WDTH-1:0] count = {COUNT_WDTH{1'b0}};
  logic [FCS_LENGTH*8-1:0] crc_cal;
  logic [7:0] fcs [FCS_LENGTH];
  genvar i;
  generate
    for (i=0; i<FCS_LENGTH; i++) begin
      assign fcs[FCS_LENGTH-1-i] = crc_cal[8*i+7:8*i];
    end
  endgenerate
  logic frame_valid;
  assign frame_valid = state == PREAMBLE 
              | state == SFD 
              | state == DATA 
              | state == FCS 
              | state == PAD 
              | state == IDLE && ~tready && tvalid;
  assign gtx_clk = clk;
  always_ff @(posedge clk) begin
    if (speed_mode[1]) begin
      clk_enable <= 1'b1;  
    end else if (speed_mode[0]) begin
      clk_enable <= clk_div >= CLOCK_DIVIDER_100M-1;  
    end else begin
      clk_enable <= clk_div >= CLOCK_DIVIDER_10M-1;  
    end
  end
  always_ff @(posedge clk) begin
    case (state)
      IDLE     : gmii_txd <= ~tready && tvalid ? PREAMBLE_DATA : IFG_DATA;
      PREAMBLE : gmii_txd <= PREAMBLE_DATA;
      SFD      : gmii_txd <= SFD_DATA;
      DATA     : gmii_txd <= tready && tvalid ? tdata : IFG_DATA;
      FCS      : gmii_txd <= fcs[count[$clog2(FCS_LENGTH)-1:0]];
      default  : gmii_txd <= IFG_DATA;
    endcase
  end
  always_ff @(posedge clk) begin
    gmii_txen <= frame_valid;
  end
  always_ff @(posedge clk) begin
    gmii_txer <= tuser;
  end
  always_ff @(posedge clk) begin
    if (reset) begin
      state <= IDLE;
      count <= {COUNT_WDTH{1'b0}};
    end else if (clk_enable) begin
      case (state)
        IDLE : begin
          if (~tready && tvalid) begin
            state <= PREAMBLE;
          end
        end
        PREAMBLE : begin
          if (count >= PREAMBLE_LENGTH-2) begin
            count <= {COUNT_WDTH{1'b0}};
            state <= SFD;
          end else begin
            count <= count + 1;
          end
        end
        SFD : begin
          state <= DATA;
        end
        DATA : begin
          if (count >= MAX_FRAME_LENGTH-1) begin
            count <= {COUNT_WDTH{1'b0}};
            state <= FCS;
          end else if (tready && tvalid && tlast && count >= MIN_FRAME_LENGTH-1) begin
            count <= {COUNT_WDTH{1'b0}};
            state <= FCS;
          end else if (tready && tvalid && tlast) begin
            count <= count + 1;
            state <= PAD;
          end else begin
            count <= count + 1;
          end
        end
        PAD : begin
          if (count >= MIN_FRAME_LENGTH-1) begin
            count <= {COUNT_WDTH{1'b0}};
            state <= FCS;
          end else begin
            count <= count + 1;
          end
        end
        FCS : begin
          if (count >= FCS_LENGTH-1) begin
            count <= {COUNT_WDTH{1'b0}};
            state <= IFG;
          end else begin
            count <= count + 1;
          end
        end
        IFG : begin
          if (count >= IFG_LENGTH-1) begin
            count <= {COUNT_WDTH{1'b0}};
            state <= IDLE;
          end else begin
            count <= count + 1;
          end
        end
        default : begin
          state <= IDLE;
          count <= {COUNT_WDTH{1'b0}};
        end
      endcase
    end
  end
  ethernet_crc32 ethernet_crc32_inst (
    .clk     (clk),
    .reset   (state == IDLE),
    .crc_en  (state == DATA),
    .data_in (tready && tvalid ? tdata : IFG_DATA),
    .crc_out (crc_cal)
  );
endmodule
module ethernet_mac_top #(
  parameter MIN_PAYLOAD_LENGTH = 46,
  parameter MAX_PAYLOAD_LENGTH = 1500
  ) (
  input  logic        clk,
  input  logic        reset,
  output logic [7:0]  rx_tdata,
  output logic        rx_tvalid,
  input  logic        rx_tready,       
  output logic        rx_tuser,
  output logic        rx_tlast,
  input  logic [7:0]  tx_tdata,
  input  logic        tx_tvalid,
  output logic        tx_tready,
  input  logic        tx_tuser,
  input  logic        tx_tlast,
  input  logic [1:0]  speed_mode,      
  input  logic        mac_address_filter,
  input  logic [47:0] mac_address,
  output logic        gtx_clk,         
  input  logic        col_detect,      
  input  logic        carrier_sense,   
  input  logic        rx_clk_enable,   
  output logic        tx_clk_enable,   
  output logic [7:0]  gmii_txd,        
  output logic        gmii_txen,       
  output logic        gmii_txer,       
  input  logic [7:0]  gmii_rxd,        
  input  logic        gmii_rxdv,       
  input  logic        gmii_rxer        
  );
  ethernet_mac_decap #(
    .MIN_PAYLOAD_LENGTH (MIN_PAYLOAD_LENGTH),
    .MAX_PAYLOAD_LENGTH (MAX_PAYLOAD_LENGTH)
  ) ethernet_mac_decap_inst (
    .clk                (clk),
    .reset              (reset),
    .tdata              (rx_tdata),
    .tvalid             (rx_tvalid),
    .tready             (rx_tready),
    .tuser              (rx_tuser),
    .tlast              (rx_tlast),
    .speed_mode         (speed_mode),
    .mac_address_filter (mac_address_filter),
    .mac_address        (mac_address),
    .col_detect         (col_detect),
    .carrier_sense      (carrier_sense),
    .clk_enable         (rx_clk_enable),
    .gmii_rxd           (gmii_rxd),
    .gmii_rxdv          (gmii_rxdv),
    .gmii_rxer          (gmii_rxer)
  );
  ethernet_mac_encap #(
    .MIN_PAYLOAD_LENGTH (MIN_PAYLOAD_LENGTH),
    .MAX_PAYLOAD_LENGTH (MAX_PAYLOAD_LENGTH)
  ) ethernet_mac_encap_inst (
    .clk                (clk),
    .reset              (reset),
    .tdata              (tx_tdata),
    .tvalid             (tx_tvalid),
    .tready             (tx_tready),
    .tuser              (tx_tuser),
    .tlast              (tx_tlast),
    .speed_mode         (speed_mode),
    .mac_address        (mac_address),
    .gtx_clk            (gtx_clk),
    .clk_enable         (tx_clk_enable),
    .gmii_txd           (gmii_txd),
    .gmii_txen          (gmii_txen),
    .gmii_txer          (gmii_txer)
  );
endmodule
==> out/writeup.txt <==
For this design, Yosys synthesis ends with a cell count of 755. Per the detail_route report, DRC violations left total 0. Stage delay of the slowest cell on the critical path: 0.39 ns. The final report gives the standard cell area, fillers excluded, as 8130 um2. For the worst slew slack as a fraction of its limit, the log shows 39.3%. The tools report the startpoint of the lowest-slack register-to-register path as ethernet_mac_encap_inst.count[0]. The logs give 102 for the number of ports placed on the die boundary and 5135 for the routed via count. Total global-route track usage over all layers is 21.6%. The number of global-route vias before repair was 4967; the leakage power figure was 3.20 nW. Buffers placed on the I/O ports in this run total 35. With the multi-input gate area in the final layout at 3770 um2, the global-route wire length before repair is 24600 um. The worst setup path is launched from a clock port. Summed over all failing endpoints, the final setup total negative slack is 0 ns. For the area figure in the yosys stat output, the log shows 7030 um2. The run gives 0.457 ns as the tightest hold margin.

The floorplan row count came out at 42. The floorplan step set the die height to 121 um. TritonCTS built the clock tree. Depth of the worst hold-timing path: 1. With the largest net degree at the start of global routing at 65, the number of instances resized during post-cts repair is 0. Main flop type after synthesis: sky130_fd_sc_hd__dfxtp_1. For this run, the number of Yosys warnings is 7.

The run gives 147 for the count of state elements after synthesis. The cell type with the largest total area is sky130_fd_sc_hd__dfxtp_1. The slowest stage of the critical path belongs to the cell sky130_fd_sc_hd__clkdlybuf4s50_1. Clock-pin slew reported for the worst setup and hold paths after clock tree synthesis: 0.06 ns. The filler cells instantiated in the layout total 1108. The total area of sequential cells is 2940 um2, and the stage-log warning count is 93.

Along the worst path, the maximum fanout reaches 2. Dividing the synthesized area by the synthesized cell count gives 9.31 um2. With the signal arrival time at the worst endpoint at 4.44 ns, the core utilization before placement is 52.3%.

The run gives 0 for the number of max-cap violations. The final worst clock skew was 0.00789 ns. Total power normalized to cell area comes to 233 nW/um2.

The clock network latency to the later pin of the worst-skew pair is 0.53 ns, and the slew at the pin closest to its max-slew limit is 0.905 ns. The final HPWL from detailed placement was 9320 um. Looking at the reg2reg group, the worst path ends at ethernet_mac_encap_inst.count[5]. By area the synthesized netlist is led by sky130_fd_sc_hd__dfxtp_1 42%, sky130_fd_sc_hd__xnor2_1 12%, sky130_fd_sc_hd__xor2_1 6.7%, sky130_fd_sc_hd__o211ai_1 4.9%, sky130_fd_sc_hd__nand2_1 3.9%. The flow ran to the end, and the final reports show no timing, DRC or antenna violations. Per the finish-stage timing summary, setup violations number 0.

The most common cell type on the critical path is sky130_fd_sc_hd__clkbuf_16. The routed design has 14000 um of wire. Setup repair after global routing left no endpoint under its margin. Count of pins over their slew limit: 0. The reg2reg setup slack is 4.78 ns. The post-CTS setup-driven buffer insertion count was 0; the DRC marker count from the first detailed-route iteration was 299.

The share of the synthesized area in the top cell type works out to 41.9%. Post-synthesis async set-or-reset flop share: 0%. STA classifies the critical path endpoint as an output port. The tools report the remaining number of nets flagged by the antenna check after routing as 0. With the mean routed wirelength per cell at 14.7 um, the area added between synthesis and finish is 15.7%. Synthesis produced a netlist whose cell count is 755. For the total die area, the log shows 14500 um2. The tightest min-delay check is of the flip-flop to flip-flop type. Die boundary width: 121 um.

Counting flops with a built-in enable in the synthesized netlist gives 0. The region available for standard cell placement spans 13500 um2. The number of antenna diodes in the final layout is 0. The congestion estimate from routability-driven global placement came to 0.847. After global routing the overflow that remains totals 0. Logic depth along the worst register-to-register path is recorded as 7. Timing endpoint of the critical path: gtx_clk.

The first TritonRoute pass finished after 4 iterations. At the worst endpoint, the required time is 6.08 ns. For reference, the final report shows the hold violation count at 0. The start point of the critical path was clk. The run gives 0 as the number of buffers inserted by hold repair at cts. The post-placement cell area is 7400 um2. The fraction of layout instances using a drive strength above 1 is 6.91%. Measured on the finished design, the core utilization comes to 60.5%. Category of the critical setup timing path: clock port to output port. Sequential elements use 41.9% of the synthesized area. The critical path goes through clkbuf_16 > clkbuf_16 > clkdlybuf4s50_1. The logs give 0 for the number of antenna violations at the first check in global routing and 61 for the distinct cell type count of the synthesized netlist. The netlist area before placement was 7030 um2; the number of vias per cell after detailed routing was 5.37. The run gives 259 uV for the peak supply drop.
layout by cell type, fill, tap and decap left out, types with 14 or more instances in the layout:
cell                              Yosys  routed
sky130_fd_sc_hd__inv_1               15      15
sky130_fd_sc_hd__nor2_1              44      44
sky130_fd_sc_hd__o211ai_1            46      46
sky130_fd_sc_hd__xor2_1              54      54
sky130_fd_sc_hd__xnor2_1             95      95
sky130_fd_sc_hd__nor4_1              16      16
sky130_fd_sc_hd__nand3_1             14      14
sky130_fd_sc_hd__clkbuf_16            0      20
sky130_fd_sc_hd__nand2_1             73      73
sky130_fd_sc_hd__a21oi_1             22      22
sky130_fd_sc_hd__and2_1              30      30
sky130_fd_sc_hd__o22a_1              15      15
sky130_fd_sc_hd__dfxtp_1            147     147
sky130_fd_sc_hd__clkdlybuf4s50_1      0      35
area by class of cell:
class                      count  share of cell area [%]
clock inverter                15                    2.81
tap                          176                    2.71
multi-input combinational    541                    46.4
inverter                      15                   0.692
sequential                   147                    36.2
clock buffer                  21                    6.28
timing repair buffer          42                    4.92
worst min-delay path by stage:
stage / from / endpoint / slack (ns)
finish: ethernet_mac_decap_inst.state[18] / ethernet_mac_decap_inst.state[18] / 0.46
global route: ethernet_mac_decap_inst.state[8] / ethernet_mac_decap_inst.state[8] / 0.48
CTS: ethernet_mac_decap_inst.state[6] / ethernet_mac_decap_inst.state[6] / 0.46
critical path, delay by kind of cell:
kind / cells / cell delay (ns)
buffers and inverters: 3 / 0.64
kinds of logic after synthesis:
logic type                 after synthesis  synth area share, %
AOI/OAI and AO/OA                      133                 14.0
muxes                                    4                0.570
DFF                                    147                 41.9
buffers and inverters                   70                 4.61
xor gates and xnor gates               153                 19.8
adders and majority gates                8                 1.42
and+or+nand+nor                        239                 17.7
other                                    1               0.0533
Yosys cell counts (15+ instances only):
| library cell | number |
|---|---|
| sky130_fd_sc_hd__dfxtp_1 | 147 |
| sky130_fd_sc_hd__xnor2_1 | 95 |
| sky130_fd_sc_hd__nand2_1 | 73 |
| sky130_fd_sc_hd__xor2_1 | 54 |
| sky130_fd_sc_hd__o211ai_1 | 46 |
| sky130_fd_sc_hd__nor2_1 | 44 |
| sky130_fd_sc_hd__clkbuf_1 | 35 |
| sky130_fd_sc_hd__and2_1 | 30 |
| sky130_fd_sc_hd__a21oi_1 | 22 |
| sky130_fd_sc_hd__nor4_1 | 16 |
| sky130_fd_sc_hd__inv_1 | 15 |
| sky130_fd_sc_hd__o22a_1 | 15 |
per-stage QoR:
step / total power [mW] / setup slack, ns / std cells
2_1_floorplan: 0.882 / 2.18 / 758
3_3_place_gp: 0.917 / 1.91 / 922
3_5_place_dp: 0.917 / 1.91 / 922
4_1_cts: 1.92 / 1.64 / 957
5_1_grt: 1.97 / 1.64 / 957
6_report: 1.89 / 1.64 / 957
registers in the layout (all words and copies together), names as in the netlist:
register / flops
ethernet_mac_decap_inst.ethernet_crc32_inst.crc_out: 32
ethernet_mac_decap_inst.state: 32
ethernet_mac_encap_inst.ethernet_crc32_inst.crc_out: 32
ethernet_mac_decap_inst.count: 11
ethernet_mac_encap_inst.count: 11
ethernet_mac_decap_inst.tdata: 8
ethernet_mac_encap_inst.gmii_txd: 8
ethernet_mac_encap_inst.clk_div: 7
ethernet_mac_encap_inst.state: 3
ethernet_mac_decap_inst.tuser: 1
ethernet_mac_encap_inst.clk_enable: 1
ethernet_mac_encap_inst.gmii_txer: 1
metal layers:
metal | global-route usage, % | up-vias | wire length, um
met5 | 0 | - | 0
met4 | 3.16 | 0 | 110
met3 | 3.85 | 8 | 651
met2 | 31.1 | 90 | 6210
met1 | 35.4 | 2391 | 7060
li1 | - | 2646 | -
power breakdown:
part | switching [mW] | internal [mW]
logic | 0.0597 | 0.0522
clock network | 0.339 | 0.661
registers | 0.00464 | 0.776
total | 0.403 | 1.49
No activity file was given, so power comes from the tool's default toggle rates.
